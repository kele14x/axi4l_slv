===== /design/flow/design.v =====
`timescale 1 ns / 1 ps `default_nettype none
module axi4l_slv_top #(
    parameter int ADDR_WIDTH = 12,
    parameter int DATA_WIDTH = 32
) (
    input var                     aclk,
    input var                     aresetn,
    input var  [  ADDR_WIDTH-1:0] s_axi_awaddr,
    input var  [             2:0] s_axi_awprot,
    input var                     s_axi_awvalid,
    output var                    s_axi_awready,
    input var  [  DATA_WIDTH-1:0] s_axi_wdata,
    input var  [DATA_WIDTH/8-1:0] s_axi_wstrb,
    input var                     s_axi_wvalid,
    output var                    s_axi_wready,
    output var [             1:0] s_axi_bresp,
    output var                    s_axi_bvalid,
    input var                     s_axi_bready,
    input var  [  ADDR_WIDTH-1:0] s_axi_araddr,
    input var  [             2:0] s_axi_arprot,
    input var                     s_axi_arvalid,
    output var                    s_axi_arready,
    output var [  DATA_WIDTH-1:0] s_axi_rdata,
    output var [             1:0] s_axi_rresp,
    output var                    s_axi_rvalid,
    input var                     s_axi_rready,
    output var                    irq_reg_irq,
    input var                     reg_irq_bit0,
    output var [            31:0] reg_a_b,
    input var  [            31:0] reg_c_d
);
  initial begin
    assert ((DATA_WIDTH == 32) || (DATA_WIDTH == 64))
    else $error("AXI-4 Lite interface only support DATA_WIDTH=32 or 64");
  end
  localparam logic [1:0] RespOkay = 2'b00;   
  localparam logic [1:0] ResqExokay = 2'b01;   
  localparam logic [1:0] ResqSlverr = 2'b10;   
  localparam logic [1:0] ResqDecerr = 2'b11;   
  typedef enum int {
    S_WRRST,   
    S_WRIDLE,   
    S_WRADDR,   
    S_WRDATA,   
    S_WRREQ,   
    S_WRDEC,   
    S_WRRESP   
  } wr_state_t;
  wr_state_t wr_state, wr_state_next;
  var logic wr_valid, wr_addr_valid, wr_data_valid;
  always_ff @(posedge aclk) begin
    if (!aresetn) begin
      wr_state <= S_WRRST;
    end else begin
      wr_state <= wr_state_next;
    end
  end
  always_comb begin
    case (wr_state)
      S_WRRST: wr_state_next = S_WRIDLE;
      S_WRIDLE:
      wr_state_next = (s_axi_awvalid && s_axi_wvalid) ? S_WRREQ :
                                                         s_axi_awvalid ? S_WRADDR :
                                                         s_axi_wvalid  ? S_WRDATA : S_WRIDLE;
      S_WRADDR: wr_state_next = !s_axi_wvalid ? S_WRADDR : S_WRREQ;
      S_WRDATA: wr_state_next = !s_axi_awvalid ? S_WRDATA : S_WRREQ;
      S_WRREQ: wr_state_next = S_WRDEC;
      S_WRDEC: wr_state_next = S_WRRESP;
      S_WRRESP: wr_state_next = !s_axi_bready ? S_WRRESP : S_WRIDLE;
      default: wr_state_next = S_WRRST;
    endcase
  end
  assign wr_valid = ((wr_state == S_WRIDLE) && s_axi_awvalid && s_axi_wvalid) ||
        ((wr_state == S_WRADDR) && s_axi_wvalid) ||
        ((wr_state == S_WRDATA) && s_axi_awvalid);
  assign wr_addr_valid = ((wr_state == S_WRIDLE) && s_axi_awvalid) ||
        ((wr_state == S_WRDATA) && s_axi_awvalid);
  assign wr_data_valid = ((wr_state == S_WRIDLE) && s_axi_wvalid) ||
        ((wr_state == S_WRADDR) && s_axi_wvalid);
  var logic [ADDR_WIDTH-3:0] wr_addr;
  always_ff @(posedge aclk) begin
    if (!aresetn) begin
      wr_addr <= 'd0;
    end else if (wr_addr_valid) begin
      wr_addr <= s_axi_awaddr[ADDR_WIDTH-1:2];
    end
  end
  always_ff @(posedge aclk) begin
    if (!aresetn) begin
      s_axi_awready <= 1'b0;
    end else begin
      s_axi_awready <= (wr_state_next == S_WRIDLE || wr_state_next == S_WRDATA);
    end
  end
  var logic [  DATA_WIDTH-1:0] wr_data;
  var logic [DATA_WIDTH/8-1:0] wr_be;
  always_ff @(posedge aclk) begin
    if (!aresetn) begin
      wr_data <= 'd0;
      wr_be   <= 'd0;
    end
    if (wr_data_valid) begin
      wr_data <= s_axi_wdata;
      wr_be   <= s_axi_wstrb;
    end
  end
  always_ff @(posedge aclk) begin
    if (!aresetn) begin
      s_axi_wready <= 1'b0;
    end else begin
      s_axi_wready <= (wr_state_next == S_WRIDLE || wr_state_next == S_WRADDR);
    end
  end
  var logic wr_req, wr_dec_err;
  always_ff @(posedge aclk) begin
    if (!aresetn) begin
      wr_req <= 1'b0;
    end else begin
      wr_req <= wr_valid;
    end
  end
  always_ff @(posedge aclk) begin
    if (!aresetn) begin
      s_axi_bvalid <= 1'b0;
    end else begin
      s_axi_bvalid <= (wr_state_next == S_WRRESP);
    end
  end
  always_ff @(posedge aclk) begin
    if (!aresetn) begin
      s_axi_bresp <= 0;
    end else if (wr_req) begin
      s_axi_bresp <= wr_dec_err ? ResqDecerr : RespOkay;
    end
  end
  typedef enum int {
    S_RDRST,
    S_RDIDLE,
    S_RDREQ,
    S_RDDEC,
    S_RDRESP
  } rd_state_t;
  rd_state_t rd_state, rd_state_next;
  var logic rd_valid;
  always_ff @(posedge aclk) begin
    if (!aresetn) begin
      rd_state <= S_RDRST;
    end else begin
      rd_state <= rd_state_next;
    end
  end
  always_comb begin
    case (rd_state)
      S_RDRST:  rd_state_next = S_RDIDLE;
      S_RDIDLE: rd_state_next = !s_axi_arvalid ? S_RDIDLE : S_RDREQ;
      S_RDREQ:  rd_state_next = S_RDDEC;
      S_RDDEC:  rd_state_next = S_RDRESP;
      S_RDRESP: rd_state_next = !s_axi_rready ? S_RDRESP : S_RDIDLE;
      default:  rd_state_next = S_RDRST;
    endcase
  end
  assign rd_valid = (rd_state == S_RDIDLE) && s_axi_arvalid;
  var logic [ADDR_WIDTH-3:0] rd_addr;
  always_ff @(posedge aclk) begin
    if (!aresetn) begin
      rd_addr <= 'd0;
    end else if (rd_valid) begin
      rd_addr <= s_axi_araddr[ADDR_WIDTH-1:2];
    end
  end
  always_ff @(posedge aclk) begin
    if (!aresetn) begin
      s_axi_arready <= 1'b0;
    end else begin
      s_axi_arready <= (rd_state_next == S_RDIDLE);
    end
  end
  var logic rd_req, rd_dec_err;
  var logic [DATA_WIDTH-1:0] rd_data;
  always_ff @(posedge aclk) begin
    if (!aresetn) begin
      rd_req <= 1'b0;
    end else begin
      rd_req <= rd_valid;
    end
  end
  always_ff @(posedge aclk) begin
    if (!aresetn) begin
      s_axi_rvalid <= 1'b0;
    end else begin
      s_axi_rvalid <= (rd_state_next == S_RDRESP);
    end
  end
  always_ff @(posedge aclk) begin
    if (!aresetn) begin
      s_axi_rdata <= 0;
    end else if (rd_req) begin
      s_axi_rdata <= rd_data;
    end
  end
  always_ff @(posedge aclk) begin
    if (!aresetn) begin
      s_axi_rresp <= 0;
    end else if (rd_req) begin
      s_axi_rresp <= rd_dec_err ? ResqDecerr : RespOkay;
    end
  end
  logic reg_irq_bit0_ireg;
  logic reg_irq_bit0_d;
  logic reg_irq_bit0_int;
  logic reg_irq_bit0_trap;
  logic reg_irq_bit0_mask;
  logic reg_irq_bit0_force;
  logic reg_irq_bit0_dbg;
  logic reg_irq_bit0_trig;
  always_ff @(posedge aclk) begin
    reg_irq_bit0_ireg <= reg_irq_bit0;
    reg_irq_bit0_d <= reg_irq_bit0_ireg;
  end
  always_ff @(posedge aclk) begin
    if (!aresetn) begin
      reg_irq_bit0_int <= 'b0;
    end else begin
      reg_irq_bit0_int <= reg_irq_bit0_trap & reg_irq_bit0_mask;
    end
  end
  always_ff @(posedge aclk) begin
    if (!aresetn) begin
      reg_irq_bit0_trap <= 'b0;
    end else if (wr_req && wr_addr == 'd1) begin
      reg_irq_bit0_trap <= reg_irq_bit0_trap & wr_data[0];
    end else begin
      reg_irq_bit0_trap <= reg_irq_bit0_trap |
        (reg_irq_bit0_ireg & (~reg_irq_bit0_d | ~reg_irq_bit0_trig));
    end
  end
  always_ff @(posedge aclk) begin
    if (!aresetn) begin
      reg_irq_bit0_mask <= 'b0;
    end else if (wr_req && wr_addr == 'd2) begin
      reg_irq_bit0_mask <= wr_data[0];
    end else begin
      reg_irq_bit0_mask <= reg_irq_bit0_mask;
    end
  end
  always_ff @(posedge aclk) begin
    if (!aresetn) begin
      reg_irq_bit0_force <= 'b0;
    end else if (wr_req && wr_addr == 'd3) begin
      reg_irq_bit0_force <= wr_data[0];
    end else begin
      reg_irq_bit0_force <= 'b0;
    end
  end
  always_ff @(posedge aclk) begin
    reg_irq_bit0_dbg <= reg_irq_bit0_ireg;
  end
  always_ff @(posedge aclk) begin
    if (!aresetn) begin
      reg_irq_bit0_trig <= 'b0;
    end else if (wr_req && wr_addr == 'd5) begin
      reg_irq_bit0_trig <= wr_data[0];
    end else begin
      reg_irq_bit0_trig <= reg_irq_bit0_trig;
    end
  end
  logic [31:0] reg_a_b_oreg;
  always_ff @(posedge aclk) begin
    if (!aresetn) begin
      reg_a_b_oreg <= 'b0;
    end else if (wr_valid && wr_addr == 'd8) begin
      reg_a_b_oreg <= wr_data;
    end else begin
      reg_a_b_oreg <= reg_a_b_oreg;
    end
  end
  assign reg_a_b = reg_a_b_oreg;
  logic [31:0] reg_c_d_ireg;
  always_ff @(posedge aclk) begin
    reg_c_d_ireg <= reg_c_d;
  end
  always_ff @(posedge aclk) begin
    case (wr_addr)
      'd0:     wr_dec_err <= 1'b0;
      'd1:     wr_dec_err <= 1'b0;
      'd2:     wr_dec_err <= 1'b0;
      'd3:     wr_dec_err <= 1'b0;
      'd4:     wr_dec_err <= 1'b0;
      'd5:     wr_dec_err <= 1'b0;
      'd8:     wr_dec_err <= 1'b0;
      default: wr_dec_err <= 1'b1;
    endcase
  end
  always_ff @(posedge aclk) begin
    if (!aresetn) begin
      rd_data <= 'b0;
    end else if (rd_req && rd_addr == 'd8) begin
      rd_data <= reg_a_b_oreg;
    end else if (rd_req && rd_addr == 'd9) begin
      rd_data <= reg_c_d_ireg;
    end
  end
  always_ff @(posedge aclk) begin
    case (rd_addr)
      'd0:     rd_dec_err <= 1'b0;
      'd1:     rd_dec_err <= 1'b0;
      'd2:     rd_dec_err <= 1'b0;
      'd3:     rd_dec_err <= 1'b0;
      'd4:     rd_dec_err <= 1'b0;
      'd5:     rd_dec_err <= 1'b0;
      'd8:     rd_dec_err <= 1'b0;
      default: rd_dec_err <= 1'b1;
    endcase
  end
endmodule
`default_nettype wire

===== /design/flow/run.sh =====
#!/bin/bash
# OpenROAD 26Q1-2900-gdf79404cd8, Yosys 0.63+post, stock flow scripts
make -C /OpenROAD-flow-scripts/flow DESIGN_CONFIG=/design/flow/config.mk WORK_HOME=/design/flow/orfs finish

===== /design/flow/constraint.sdc =====
current_design axi4l_slv_top

set clk_period 5.5
set clk_io_pct 0.2

create_clock -name clk0 -period $clk_period [get_ports {aclk}]

set non_clock_inputs [all_inputs -no_clocks]
set_input_delay [expr $clk_period * $clk_io_pct] -clock clk0 $non_clock_inputs
set_output_delay [expr $clk_period * $clk_io_pct] -clock clk0 [all_outputs]

===== /design/flow/config.mk =====
export PLATFORM = sky130hd
export DESIGN_NAME = axi4l_slv_top
export DESIGN_NICKNAME = axi4l_slv_top
export VERILOG_FILES = /design/flow/design.v
export SDC_FILE = /design/flow/constraint.sdc
export NUM_CORES = 4
export LEC_CHECK = 1
export CORE_UTILIZATION = 30
export SYNTH_HDL_FRONTEND = slang

==> results.json <==
{
  "outcome": "completed",
  "dpl_cell_area_sq_um": 9095,
  "synth-warning-count": 1,
  "finalInstanceArea_sq_um": 9808,
  "vias": 4977,
  "synthDistinctLibCells": 40,
  "hold_viol": 0,
  "first_pass_iters": 4,
  "synthesis.area_sq_um": 7194,
  "path_cells": "clkdlybuf4s50_1 > a22oi_1 > a2111o_2 > buf_4 > nand3_1 > o21ai_2",
  "combPwrFrac_pct": 5.5,
  "ys_async_sr_fraction_pct": 0,
  "arrival_ps": 3180,
  "utilization_pct": 41.79,
  "slew_headroom_pct": 44.76,
  "p_total_mw": 3.171,
  "top_area_cell": "dfxtp_1",
  "syn_inst": 660,
  "ioPinCount": 180,
  "fin_hold_ws_ps": 452.8,
  "ys_cells": 660,
  "worstMarginPinSlew_ps": 821.1,
  "drc": 0,
  "powerDensity_nw_per_um2": 323.3,
  "cts_resized": 0,
  "vias_per_cell": 4.335,
  "ant_nets": 0,
  "cts_tree": "built",
  "maxSlewViolCount": 0,
  "wl_per_cell_um": 14.44,
  "endpoint_kind": "flop",
  "slowest_stage": "clkdlybuf4s50_1",
  "path_max_fanout": 27,
  "start_kind": "input pin",
  "drive_above_1_share_pct": 12.18,
  "setup_violations": 0,
  "hold_buffers": 0,
  "dieWidth_um": 156.9,
  "ff_type": "dfxtp_1",
  "dieArea_sq_um": 24610,
  "switching_power_mw": 0.6759,
  "area.growth.synth_to_final_pct": 36.33,
  "cpLargestDelayFamily": "buffers and inverters",
  "internal_power_mw": 2.495,
  "grt-ovfl-total": 0,
  "n_antenna_cell": 0,
  "hold_class": "reg -> reg",
  "fp_util_pct": 30.65,
  "warning_count": 41,
  "coreArea_sq_um": 23470,
  "synth.avg_cell_area_sq_um": 10.90,
  "dieHeight_um": 156.9,
  "required_ps": 5940,
  "ys_seq_share_pct": 60.66,
  "place_ws_ps": 2234,
  "p_leak_nw": 3.518,
  "cap_violations": 0,
  "critPathKind": "in -> reg",
  "grt_pass1_vias": 4684,
  "top_cell": "dfxtp_1",
  "htreeDepth": 1,
  "rows": 56,
  "clock_sinks": 202,
  "drt_wl_total_um": 16580,
  "vdd_drop_max_uv": 162.4,
  "place_congestion": 0.7883,
  "io_buffers": 163,
  "ys_area_sq_um": 7194,
  "synth-edff-count": 32,
  "hpwl_um": 10940,
  "ys.flops": 202,
  "period_minus_slack_ps": 2749,
  "clk_latency_ps": 500,
  "cts_buffers": 23,
  "netSwitchingFraction_pct": 21.32,
  "grt_pass1_wl_um": 25960,
  "top_area_share_pct": 47.30,
  "p_clk_share_pct": 45.2,
  "grt_usage_pct": 14.07,
  "cts_buffer_depth": 3,
  "layout_setup_ws_ps": 2751,
  "fmax_mhz": 363.8,
  "crit_buf_inv": 2,
  "drt_iter0_drc": 244,
  "layoutNonFillerInstCount": 1148,
  "clkTransAtPathRegs_ps": 60,
  "max_stage_delay_ps": 550,
  "tns_ps": 0,
  "grt_max_degree": 39,
  "dp_cells": 1107,
  "finalClockSkew_ps": 11.48,
  "fin_crit_sh_pct": 49.98,
  "antenna_found_initial": 0,
  "postCtsSetupBuffers": 0,
  "topCellsByArea": "dfxtp_1, edfxtp_1, mux2i_1",
  "root_buffer": "clkbuf_16",
  "rsz0062_at_grt": "no",
  "p_seq_share_pct": 49.3,
  "top_cells_by_count": "dfxtp_1, nand2_1, mux2i_1"
}
-- tightest hold or removal path, stage by stage (launching register included) --
cell     delay (ps)
dfxtp_1         320
nand2_1          40
o21ai_0          50
-- flip-flops by register name, indices dropped and copies added (netlist names), 5 cells and up --
register / flops
rd_data: 32
reg_a_b: 32
reg_c_d_ireg: 32
s_axi_rdata: 32
wr_data: 32
rd_addr: 10
wr_addr: 10
wr_state: 6
rd_state: 5
-- metal layers --
metal	vias to the layer above	wire [um]	GRT usage (%)
met5	-	0	0
met1	2272	7734	20.98
li1	2562	-	-
met2	121	7302	21.14
met3	22	1268	3.948
met4	0	274	2.521
-- placed cells by master, fill, tap and decap left out, drive strengths merged, types with 2 or more instances in the layout --
master / synthesis / layout
a21o: 3 / 3
a21oi: 17 / 17
and2: 35 / 35
buf: 19 / 11
clkbuf: 26 / 31
clkdlybuf4s50: 0 / 162
clkinv: 0 / 6
clkinvlp: 0 / 2
dfxtp: 170 / 170
edfxtp: 32 / 32
ha: 2 / 2
inv: 7 / 8
mux2i: 76 / 76
nand2: 90 / 90
nand3: 35 / 35
nor2: 56 / 56
nor3b: 2 / 2
o21a: 2 / 2
o21ai: 65 / 65
o22ai: 2 / 2
or2: 2 / 2
or4: 2 / 2
-- power by group through the flow --
stage	clock network, mW	registers (mW)	logic (mW)
6_report	1.43	1.56	0.176
5_1_grt	1.54	1.57	0.194
4_1_cts	1.48	1.56	0.179
-- kinds of logic (layout without fill, tap and decap cells) --
family                   Yosys count  count (layout)  share of synthesized area (%)
AND-OR/OR-AND                     96              96                          8.904
adder cells (fa/ha/maj)            2               2                         0.3478
buffers and inverters             52             221                          3.600
flip-flops                       202             202                          60.66
multiplexers                      76              76                          10.57
other                              1               1                        0.05212
AND/OR/NAND/NOR                  231             231                          15.86
-- final timing paths --
kind	startpoint	endpoint	slack, ps	depth (start not counted)
setup / recovery	s_axi_awvalid	reg_a_b[13]$_SDFFE_PN0P_	2750	6
hold / removal	rd_data[13]$_SDFFE_PN0P_	rd_data[13]$_SDFFE_PN0P_	450	2
setup reg to reg	wr_addr[0]$_SDFFE_PN0P_	reg_a_b[13]$_SDFFE_PN0P_	3310	5
hold reg to reg	rd_data[13]$_SDFFE_PN0P_	rd_data[13]$_SDFFE_PN0P_	450	2
-- cell type report --
type,instances,area (sq um)
Inverter,7,26.28
Sequential cell,202,4367
Clock buffer,31,635.6
Clock inverter,10,77.57
Tap cell,319,399.1
Multi-Input combinational cell,406,2601
Fill cell,2259,13660
Timing Repair Buffer,173,1702
No activity file was given, so power comes from the tool's default toggle rates.
